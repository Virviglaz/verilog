===== config.mk =====
export PLATFORM = sky130hd
export DESIGN_NAME = BCD
export DESIGN_NICKNAME = BCD
export VERILOG_FILES = /design/flow/design.v
export SDC_FILE = /design/flow/constraint.sdc
export NUM_CORES = 4
export LEC_CHECK = 1
export CORE_AREA = 10 10 107 107
export DIE_AREA = 0 0 117 117

===== design.v =====
module BCD(
	input [BITS-1:0] value,
	output reg [3:0] bcd_1000,
	output reg [3:0] bcd_100,
	output reg [3:0] bcd_10,
	output reg [3:0] bcd_1
	);
integer i;
parameter BITS = 12;
always @(value)
begin
	bcd_1000	= 4'd0;
	bcd_100	= 4'd0;
	bcd_10	= 4'd0;
	bcd_1		= 4'd0;
	for (i = BITS-1; i >= 0; i = i - 1)
	begin
		if (bcd_1000 >= 5)
			bcd_1000 = bcd_100 + 3;
		if (bcd_100 >= 5)
			bcd_100 = bcd_100 + 3;
		if (bcd_10 >= 5)
			bcd_10 = bcd_10 + 3;
		if (bcd_1 >= 5)
			bcd_1 = bcd_1 + 3;
		bcd_1000 = bcd_1000 << 1;
		bcd_1000[0] = bcd_100[3];
		bcd_100 = bcd_100 << 1;
		bcd_100[0] = bcd_10[3];
		bcd_10 = bcd_10 << 1;
		bcd_10[0] = bcd_1[3];
		bcd_1 = bcd_1 << 1;
		bcd_1[0] = value[i];
	end
end
endmodule

===== run.sh =====
#!/bin/bash
# OpenROAD 26Q1-2900-gdf79404cd8, Yosys 0.63+post, stock flow scripts
make -C /OpenROAD-flow-scripts/flow DESIGN_CONFIG=/design/flow/config.mk WORK_HOME=/design/flow/orfs finish

===== constraint.sdc =====
current_design BCD

set clk_period 10.1
set clk_io_pct 0.2

create_clock -name clk0 -period $clk_period

set non_clock_inputs [all_inputs -no_clocks]
set_input_delay [expr $clk_period * $clk_io_pct] -clock clk0 $non_clock_inputs
set_output_delay [expr $clk_period * $clk_io_pct] -clock clk0 [all_outputs]

==> summary.txt <==
Numbers from the implementation run.

The post-synthesis share of cell area spent on xor and xnor gates is 5.63%. In the finished layout, the clock tree contains a buffer count of 0. The time the worst path needs with I/O delays and setup is 10,010 ps. The number of maximum-capacitance violations recorded for the run is 0.

The post-synthesis share of cell area spent on and-or and or-and gates is 44.2%. Setup repair after global routing could not meet its margin everywhere. The detailed router placed 3,360 vias in this run.

The worst supply voltage drop on vdd is 376 uV. Hold repair after CTS inserted 0 buffers. The area added between synthesis and finish is 73.1%. The dominant combinational cell family by area after synthesis is AND-OR/OR-AND gates. The die extent in y is 117 microns. The setup violation total in the final timing report is 0. The global placement routability congestion is 0.864. The initial utilization of the core area, before any placement, comes to 27.8%. The first detailed-routing pass took 4 iterations. Across every metal layer, demand over resource in global routing totals 10.4%. The leakage power in the latest report is 1.97 nW. The main area contributors are sky130_fd_sc_hd__ha_1, sky130_fd_sc_hd__nor2_1, sky130_fd_sc_hd__a21oi_1, sky130_fd_sc_hd__nand2_1, sky130_fd_sc_hd__o21ai_0. The number of antenna diodes is 0.

The core footprint is 9200 sq um. The largest total area in the synthesized netlist belongs to sky130_fd_sc_hd__ha_1. The slew at the pin closest to its max-slew limit is ~670 ps. The final layout contains a sequential cell count of 0. The per-instance average area after synthesis is about 6.8 sq um. Checking max transition, the worst relative margin is 55.3%. The DRC violation count after routing is 0.

In this run the tool buffered the top-level ports with 25 buffer cells. After legalization and detailed placement, the total HPWL measured 5340 microns. The number of standard-cell rows in the floorplan is 35. The sequential cell area fraction in the yosys report is 0%. In the layout the commonest cells are sky130_fd_sc_hd__buf_4, sky130_fd_sc_hd__nor2_1, sky130_fd_sc_hd__nand2_1. Summing internal, switching and leakage power gives slightly above 2 mW.

The yosys stat cell total is 377. The critical path start-end classification is in -> out. For reference, simple AND, OR, NAND and NOR cells occupy 27.0% of the area reported after synthesis.

The worst stage delay on the critical path is between 400 and 500 ps. Counting the warning lines in the Yosys log gives 1. Adding up every negative setup slack in the final design gives 0 ps. The area recorded from the Yosys report for this design is 2560 sq um. The worst setup path is captured at an output port. For this run, the share of the core covered by cells in the final layout is 48.1%.

The largest net degree at the start of global routing is 21. Wires add up to 7920 microns. The kind of launch point of the worst setup path is an input pin.

STA reports the tightest min-delay check as being of type in -> out. The number of antenna violations at the first check in global routing was 0. The setup slack at placement is -715 ps. The cell with the largest stage delay on the worst path is sky130_fd_sc_hd__or4_1. The wire length per cell is approximately 12 microns.

After Yosys synthesis, full adders, half adders and majority gates account for around 7.8% of the synthesized area. Across all setup checks in the final design, the least slack found is around 89 ps. The count of different cell masters after synthesis is roughly 80. STA puts the critical path data required time at 8080 ps. The most used cell along the critical path is sky130_fd_sc_hd__ha_4.

The final timing report lists a hold violation count of 0. The area fraction in mux cells is 6.95%. The number of design-rule violations left by the first detailed-router iteration is between 150 and 200. The total die area is 13,700 sq um. The number of pins exceeding their max-slew limit in the final report is 0. The number of routed nets with antenna violations is 0.

The tool warning count is 39. The area of the mapped netlist is between 2000 and 3000 sq um. Measured along the x axis, the die boundary spans 117 microns. The final critical path takes up a little under 100% of the cycle. The sum of overflow across all layers after global routing is 0. The first global-routing pass estimated 12,700 microns of wire.

STA lists the maximum fanout along the critical path as 4. The arrival time of data at the worst endpoint is listed as between 7000 and 8000 ps. The number of cells produced by synthesis is 377. During I/O placement, the number of pins put on the boundary was 28. The power per unit of standard cell area is 464 nW/um^2. The maximum frequency from static timing analysis is 99.9 MHz. The layout summary lists the proportion of cells stronger than drive strength 1 as 47.3%. The run finished with clean final reports.

The via count normalized by instance count is 5.22. The share of the synthesized area in the top cell type is 7.83%. The area of all sequential standard cells is 0 sq um. The number of global-route vias before repair is 2,924.

The commonest non-fill, non-tap cell in the layout is sky130_fd_sc_hd__buf_4.
final timing paths:
check | depth (start not counted) | start | endpoint | slack, ps
max | 38 | value[10] | bcd_100[3] | 90
min | 0 | value[0] | bcd_1[0] | 4040
synthesized netlist by cell type (all sizes together), types with 5 or more instances:
| master | n |
|---|---|
| a31oi | 7 |
| clkbuf | 13 |
| o21ai | 29 |
| mux2i | 11 |
| nand2b | 9 |
| ha | 16 |
| xnor2 | 10 |
| a211oi | 7 |
| and2 | 10 |
| and3 | 5 |
| buf | 7 |
| nand2 | 34 |
| a21oi | 32 |
| nand3 | 9 |
| a21o | 7 |
| nor3 | 8 |
| o211ai | 8 |
| o22ai | 8 |
| nor2 | 40 |
| inv | 28 |
| mux2 | 5 |
area by class of cell:
cell class         count  area (sq um)
multi-input cells    329          2780
fillers              822          4770
well taps            111           139
repair buffers       176          1390
inverters             28           118
cell families (layout without fill, tap and decap cells):
family	Yosys count	in the layout
compound gates	147	147
simple gates	136	136
buf+inv	48	204
fa+ha+maj	16	16
mux	16	16
xor+xnor	13	13
other cells	1	1
per-layer routing:
layer	GRT usage [%]	wire, microns	part of all wire, %
met1	14.9	4120	52
met2	17.8	3520	44
met3	0.516	287	3.6
met4	0.0824	0	0
met5	0	0	0
critical path: cells and delay by family:
kind,cells,cell delay (ps)
adders and majority gates,7,1240
buffers and inverters,8,680
muxes,2,510
AOI/OAI and AO/OA,11,1630
xor gates and xnor gates,3,520
and+or+nand+nor,7,1370
timing repair:
item                       CTS  global route
gates resized               35            74
pin swaps                   17            38
buffers inserted            29            23
setup endpoints to repair    9             9
stage by stage:
step,hold WS [ps],cell area [sq um],std cells
after CTS,4040,3990,622
after global placement,4040,3710,593
after global routing,4040,4430,644
after floorplan,4110,2690,377
final,4040,4430,644
after detailed placement,4040,3710,593
report_power, final:
| part | total (mW) | switching [mW] | internal, mW |
|---|---|---|---|
| registers | 0 | 0 | 0 |
| clock network | 0 | 0 | 0 |
| logic | 2.05 | 0.905 | 1.15 |
| total | 2.05 | 0.905 | 1.15 |
Power and IR drop assume default switching activity.
