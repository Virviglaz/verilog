File: design.v
module sdram_controller (
    wr_addr,
    wr_data,
    wr_enable,
    rd_addr,
    rd_data,
    rd_ready,
    rd_enable,
    busy, rst_n, clk,
    addr, bank_addr, data, clock_enable, cs_n, ras_n, cas_n, we_n,
    data_mask_low, data_mask_high
);
parameter ROW_WIDTH = 13;
parameter COL_WIDTH = 9;
parameter BANK_WIDTH = 2;
parameter SDRADDR_WIDTH = ROW_WIDTH > COL_WIDTH ? ROW_WIDTH : COL_WIDTH;
parameter HADDR_WIDTH = BANK_WIDTH + ROW_WIDTH + COL_WIDTH;
parameter CLK_FREQUENCY = 133;   
parameter REFRESH_TIME =  32;    
parameter REFRESH_COUNT = 8192;  
localparam CYCLES_BETWEEN_REFRESH = ( CLK_FREQUENCY
                                      * 1_000
                                      * REFRESH_TIME
                                    ) / REFRESH_COUNT;
localparam IDLE      = 5'b00000;
localparam INIT_NOP1 = 5'b01000,
           INIT_PRE1 = 5'b01001,
           INIT_NOP1_1=5'b00101,
           INIT_REF1 = 5'b01010,
           INIT_NOP2 = 5'b01011,
           INIT_REF2 = 5'b01100,
           INIT_NOP3 = 5'b01101,
           INIT_LOAD = 5'b01110,
           INIT_NOP4 = 5'b01111;
localparam REF_PRE  =  5'b00001,
           REF_NOP1 =  5'b00010,
           REF_REF  =  5'b00011,
           REF_NOP2 =  5'b00100;
localparam READ_ACT  = 5'b10000,
           READ_NOP1 = 5'b10001,
           READ_CAS  = 5'b10010,
           READ_NOP2 = 5'b10011,
           READ_READ = 5'b10100;
localparam WRIT_ACT  = 5'b11000,
           WRIT_NOP1 = 5'b11001,
           WRIT_CAS  = 5'b11010,
           WRIT_NOP2 = 5'b11011;
localparam CMD_PALL = 8'b10010001,
           CMD_REF  = 8'b10001000,
           CMD_NOP  = 8'b10111000,
           CMD_MRS  = 8'b1000000x,
           CMD_BACT = 8'b10011xxx,
           CMD_READ = 8'b10101xx1,
           CMD_WRIT = 8'b10100xx1;
input  [HADDR_WIDTH-1:0]   wr_addr;
input  [15:0]              wr_data;
input                      wr_enable;
input  [HADDR_WIDTH-1:0]   rd_addr;
output [15:0]              rd_data;
input                      rd_enable;
output                     rd_ready;
output                     busy;
input                      rst_n;
input                      clk;
output [SDRADDR_WIDTH-1:0] addr;
output [BANK_WIDTH-1:0]    bank_addr;
inout  [15:0]              data;
output                     clock_enable;
output                     cs_n;
output                     ras_n;
output                     cas_n;
output                     we_n;
output                     data_mask_low;
output                     data_mask_high;
reg  [HADDR_WIDTH-1:0]   haddr_r;
reg  [15:0]              wr_data_r;
reg  [15:0]              rd_data_r;
reg                      busy;
reg                      data_mask_low_r;
reg                      data_mask_high_r;
reg [SDRADDR_WIDTH-1:0]  addr_r;
reg [BANK_WIDTH-1:0]     bank_addr_r;
reg                      rd_ready_r;
wire [15:0]              data_output;
wire                     data_mask_low, data_mask_high;
assign data_mask_high = data_mask_high_r;
assign data_mask_low  = data_mask_low_r;
assign rd_data        = rd_data_r;
reg [3:0] state_cnt;
reg [9:0] refresh_cnt;
reg [7:0] command;
reg [4:0] state;
reg [7:0] command_nxt;
reg [3:0] state_cnt_nxt;
reg [4:0] next;
assign {clock_enable, cs_n, ras_n, cas_n, we_n} = command[7:3];
assign bank_addr      = (state[4]) ? bank_addr_r : command[2:1];
assign addr           = (state[4] | state == INIT_LOAD) ? addr_r : { {SDRADDR_WIDTH-11{1'b0}}, command[0], 10'd0 };
assign data = (state == WRIT_CAS) ? wr_data_r : 16'bz;
assign rd_ready = rd_ready_r;
always @ (posedge clk)
  if (~rst_n)
    begin
    state <= INIT_NOP1;
    command <= CMD_NOP;
    state_cnt <= 4'hf;
    haddr_r <= {HADDR_WIDTH{1'b0}};
    wr_data_r <= 16'b0;
    rd_data_r <= 16'b0;
    busy <= 1'b0;
    end
  else
    begin
    state <= next;
    command <= command_nxt;
    if (!state_cnt)
      state_cnt <= state_cnt_nxt;
    else
      state_cnt <= state_cnt - 1'b1;
    if (wr_enable)
      wr_data_r <= wr_data;
    if (state == READ_READ)
      begin
      rd_data_r <= data;
      rd_ready_r <= 1'b1;
      end
    else
      rd_ready_r <= 1'b0;
    busy <= state[4];
    if (rd_enable)
      haddr_r <= rd_addr;
    else if (wr_enable)
      haddr_r <= wr_addr;
    end
always @ (posedge clk)
 if (~rst_n)
   refresh_cnt <= 10'b0;
 else
   if (state == REF_NOP2)
     refresh_cnt <= 10'b0;
   else
     refresh_cnt <= refresh_cnt + 1'b1;
always @*
begin
    if (state[4])
      {data_mask_low_r, data_mask_high_r} = 2'b00;
    else
      {data_mask_low_r, data_mask_high_r} = 2'b11;
   bank_addr_r = 2'b00;
   addr_r = {SDRADDR_WIDTH{1'b0}};
   if (state == READ_ACT | state == WRIT_ACT)
     begin
     bank_addr_r = haddr_r[HADDR_WIDTH-1:HADDR_WIDTH-(BANK_WIDTH)];
     addr_r = haddr_r[HADDR_WIDTH-(BANK_WIDTH+1):HADDR_WIDTH-(BANK_WIDTH+ROW_WIDTH)];
     end
   else if (state == READ_CAS | state == WRIT_CAS)
     begin
     bank_addr_r = haddr_r[HADDR_WIDTH-1:HADDR_WIDTH-(BANK_WIDTH)];
     addr_r = {
               {SDRADDR_WIDTH-(11){1'b0}},
               1'b1,                        
               {10-COL_WIDTH{1'b0}},
               haddr_r[COL_WIDTH-1:0]
              };
     end
   else if (state == INIT_LOAD)
     begin
     addr_r = {{SDRADDR_WIDTH-10{1'b0}}, 10'b1000110000};
     end
end
always @*
begin
   state_cnt_nxt = 4'd0;
   command_nxt = CMD_NOP;
   if (state == IDLE)
        if (refresh_cnt >= CYCLES_BETWEEN_REFRESH)
          begin
          next = REF_PRE;
          command_nxt = CMD_PALL;
          end
        else if (rd_enable)
          begin
          next = READ_ACT;
          command_nxt = CMD_BACT;
          end
        else if (wr_enable)
          begin
          next = WRIT_ACT;
          command_nxt = CMD_BACT;
          end
        else
          begin
          next = IDLE;
          end
    else
      if (!state_cnt)
        case (state)
          INIT_NOP1:
            begin
            next = INIT_PRE1;
            command_nxt = CMD_PALL;
            end
          INIT_PRE1:
            begin
            next = INIT_NOP1_1;
            end
          INIT_NOP1_1:
            begin
            next = INIT_REF1;
            command_nxt = CMD_REF;
            end
          INIT_REF1:
            begin
            next = INIT_NOP2;
            state_cnt_nxt = 4'd7;
            end
          INIT_NOP2:
            begin
            next = INIT_REF2;
            command_nxt = CMD_REF;
            end
          INIT_REF2:
            begin
            next = INIT_NOP3;
            state_cnt_nxt = 4'd7;
            end
          INIT_NOP3:
            begin
            next = INIT_LOAD;
            command_nxt = CMD_MRS;
            end
          INIT_LOAD:
            begin
            next = INIT_NOP4;
            state_cnt_nxt = 4'd1;
            end
          REF_PRE:
            begin
            next = REF_NOP1;
            end
          REF_NOP1:
            begin
            next = REF_REF;
            command_nxt = CMD_REF;
            end
          REF_REF:
            begin
            next = REF_NOP2;
            state_cnt_nxt = 4'd7;
            end
          WRIT_ACT:
            begin
            next = WRIT_NOP1;
            state_cnt_nxt = 4'd1;
            end
          WRIT_NOP1:
            begin
            next = WRIT_CAS;
            command_nxt = CMD_WRIT;
            end
          WRIT_CAS:
            begin
            next = WRIT_NOP2;
            state_cnt_nxt = 4'd1;
            end
          READ_ACT:
            begin
            next = READ_NOP1;
            state_cnt_nxt = 4'd1;
            end
          READ_NOP1:
            begin
            next = READ_CAS;
            command_nxt = CMD_READ;
            end
          READ_CAS:
            begin
            next = READ_NOP2;
            state_cnt_nxt = 4'd1;
            end
          READ_NOP2:
            begin
            next = READ_READ;
            end
          default:
            begin
            next = IDLE;
            end
          endcase
      else
        begin
        next = state;
        command_nxt = command;
        end
end
endmodule
File: config.mk
export PLATFORM = sky130hd
export DESIGN_NAME = sdram_controller
export DESIGN_NICKNAME = sdram_controller
export VERILOG_FILES = /design/flow/design.v
export SDC_FILE = /design/flow/constraint.sdc
export NUM_CORES = 4
export LEC_CHECK = 1
export CORE_UTILIZATION = 30
File: run.sh
#!/bin/bash
# OpenROAD 26Q1-2900-gdf79404cd8, Yosys 0.63+post, stock flow scripts
make -C /OpenROAD-flow-scripts/flow DESIGN_CONFIG=/design/flow/config.mk WORK_HOME=/design/flow/orfs finish
File: constraint.sdc
current_design sdram_controller

set clk_period 3.0
set clk_io_pct 0.2

create_clock -name clk0 -period $clk_period [get_ports {clk}]

set non_clock_inputs [all_inputs -no_clocks]
set_input_delay [expr $clk_period * $clk_io_pct] -clock clk0 $non_clock_inputs
set_output_delay [expr $clk_period * $clk_io_pct] -clock clk0 [all_outputs]
==> run notes <==
Results of the implementation run.

The cell type that accounts for the most area after synthesis is dfxtp_1. In this run the number of H-tree levels came out at 3. The top-area cell type share of the netlist area came out at 43.5%.

In the post-synthesis netlist, the biggest area contributors are dfxtp_1 44%, mux2i_1 13%, nor2_1 8.1%. Detailed placement finished with a half-perimeter wire length of 7580 um. The last stage reached is clock tree synthesis. The clock passes through at most 2 buffers. The tally of buffers added on design ports came out at 105. The total clock sinks came out at 92. The post-synth design cell area came out at 0.00419 mm2. Warnings reported by Yosys during synthesis add up to 2. Counting instances in the post-synthesis netlist gives the leading cell types as 91 x dfxtp_1, 90 x nor2_1, 56 x nand2_1, 53 x mux2i_1, 48 x a21oi_1. The first error in the log reads "[error] [KeplerFormal.cpp:679] Workflow failed: Iso has multiple drivers: .data0, data[0]$_SDFFE_PN0P_.Q0". Counting flops with a built-in enable in the synthesized netlist gives 1.

The floorplan has 42 rows. The number of buffers inserted during clock tree synthesis came out at 9. The floorplan die height is roughly 120 um. The flow did not finish. The synthesized area per cell is 8.67 um2.

The synthesis report names the predominant flop master as dfxtp_1. The root buffer cell is clkbuf_16. Detailed placement reports a standard cell area of 0.00544 mm2. Per the post-synthesis report, the number of cells in the design is 483. The number of resized instances in the post-cts repair step is 0. Of the synthesized area, sequential elements account for 44.2%.

Hold repair after CTS inserted 0 buffers. The count of unique library cells instantiated by Yosys is 57. The number of register bits inferred by synthesis came out at 92. The most common cell in the synthesized netlist is dfxtp_1. 124 I/O pins were placed. Per the gpl log, the routability congestion estimate is ~0.87. The total cells reported by yosys after synthesis came out at 483. The floorplan core density came out at 31.1%. The setup fix buffers added after clock tree synthesis came out at 0. According to the Yosys statistics, the synthesized design has a chip area of around 0.0042 mm2.

Of all flip-flops after synthesis, the portion carrying an async set or reset was 0%. The horizontal extent of the die came out at 120 um.
## through the flow
stage	instances	setup WS, ps
2_1_floorplan	483	121
3_3_place_gp	750	199
3_5_place_dp	750	173
## cells by family after synthesis
| kind of cell | synth area share (%) |
|---|---|
| adder cells (fa/ha/maj) | 2.99 |
| flip-flops | 44.2 |
| buffers and inverters | 4.69 |
| XOR/XNOR | 1.67 |
| other | 0.179 |
| AND-OR/OR-AND | 12.9 |
| multiplexers | 12.9 |
| AND/OR/NAND/NOR | 20.4 |
