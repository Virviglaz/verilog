`config.mk`:
```
export PLATFORM = sky130hd
export DESIGN_NAME = freq_divider
export DESIGN_NICKNAME = freq_divider
export VERILOG_FILES = /design/flow/design.v
export SDC_FILE = /design/flow/constraint.sdc
export NUM_CORES = 4
export LEC_CHECK = 1
export CORE_UTILIZATION = 40
```
`run.sh`:
```
#!/bin/bash
# OpenROAD 26Q1-2900-gdf79404cd8, Yosys 0.63+post, stock flow scripts
make -C /OpenROAD-flow-scripts/flow DESIGN_CONFIG=/design/flow/config.mk WORK_HOME=/design/flow/orfs finish
```
`constraint.sdc`:
```
current_design freq_divider

set clk_period 16.5
set clk_io_pct 0.2

create_clock -name clk0 -period $clk_period [get_ports {clk_in}]

set non_clock_inputs [all_inputs -no_clocks]
set_input_delay [expr $clk_period * $clk_io_pct] -clock clk0 $non_clock_inputs
set_output_delay [expr $clk_period * $clk_io_pct] -clock clk0 [all_outputs]
```
`design.v`:
```
module freq_divider
(
	input clk_in,
	output reg clk_out
);
parameter DIV_BITS = 64;
parameter DIVIDER	= 50000000;
reg [0:DIV_BITS-1] cnt = 0;
reg clk_out_state = 0;
always @(posedge clk_in)
begin
	cnt = cnt + { {DIV_BITS-1{1'b0}}, 1'b1 };
	if (cnt == DIVIDER / 2) begin
		clk_out_state = !clk_out_state;
		clk_out = clk_out_state;
		cnt = 0;
	end
end
endmodule
```
==> results_dict.tcl <==
# metrics dict for downstream scripts
set metrics [dict create \
    yosys-stat-cells 489 \
    final_cell_count_no_fill 617 \
    detail_route.wl_per_cell_microns 18.4 \
    drt-initial-drc-count 305 \
    clk_latency_ns 0.35 \
    grt_max_degree 15 \
    yosys-mux-area-fraction 0.0124 \
    layout_min_cycle_time_ns 4.43 \
    outcome "finished clean" \
    synth-edff-count 2 \
    floorplan_utilization 0.412 \
    synth.avg_cell_area_sq_um 8.24 \
    cts.repair_timing.setup_buffer_count 0 \
    final_design_area_no_fill_sq_um 4300 \
    cap_violations 0 \
    io_buffer_count 1 \
    critical_path_cell_by_cell "clkdlybuf4s50_1" \
    post_synth_main_logic_family "simple AND/OR/NAND/NOR gates" \
    maxSlewViolCount 0 \
    cp-start-kind "flop" \
    dieHeight_microns 102 \
    postSynth.topFlopCell "sky130_fd_sc_hd__dfxtp_1" \
    async_set_reset_flop_share_out_of_synthesis 0 \
    critical-path-max-stage-delay_ns 0.46 \
    layout_top_cell_excl_fill_tap "sky130_fd_sc_hd__dfxtp_1" \
    unrepaired_setup_endpoints_after_global_routing "no" \
    post_synth_instance_area_sq_um 4030 \
    ys_sh_xor 0.124 \
    synth-compound-area-share 0.0804 \
    ys_seq_share 0.333 \
    power-per-cell-area_nw_per_um2 68.1 \
    top_level_ports 2 \
    ctsLongestPathBuffers 2 \
    fin_worst_skew_ns 0.0139 \
    post_synth_num_cell_types 58 \
    min_period_over_period 0.269 \
    antenna_cells 0 \
    total_power_mw 0.293 \
    number_of_global_route_vias_before_repair 3266 \
    clock.fmax_mhz 226 \
    family_of_cells_with_the_greatest_summed_delay_on_the_critical_path "buffers and inverters" \
    die_width_microns 102 \
    postSynthCellCount 489 \
    cts_max_level 3 \
    worstPathRequired_ns 13.20 \
    cts.clk_slew.worst_paths_ns 0.07 \
    vias_per_cell 5.99 \
    initial_antenna_violation_count 0 \
    setup.worst_path.end_class "output port" \
    rows 36 \
    openroad.warnings 25 \
    ys.warnings.count 1 \
    drcViolationCount 0 \
    vias 3696 \
    routed_wl_microns 11400 \
    path_buffers 1 \
    tritoncts "built" \
    adder_share 0.00310 \
    area_of_the_synthesized_netlist_per_yosys_stat_sq_um 4030 \
    vdd_ir_drop_max_v 0.0000302 \
    post_route_cells_drive_above_1_share 0.0847 \
    critPathMaxFanout 1 \
    hold_path_class "flop to flop" \
    postPlaceCellArea_sq_um 4110 \
    cts.hold.buffers_added 0 \
    timing.final.hold_violations 0 \
    critPathKind "flop to output port" \
    detail_route.first_pass.iterations 5 \
    dpl.cell_count 601 \
    synth_flop_count 66 \
    transition_at_the_pin_with_the_smallest_max_transition_slack_ns 0.809 \
    clock_sink_count 66 \
    fin_setup_tns_ns 0 \
    setup-violations-final 0 \
    crit_arrival_ns 1.13 \
    timing.critical_path.slowest_stage_cell "sky130_fd_sc_hd__clkdlybuf4s50_1" \
    cts_root_buffer "sky130_fd_sc_hd__clkbuf_8" \
    dp_hpwl_microns 8630 \
    leak_nw 1.40 \
    floorplan.die_area_sq_um 10500 \
    simple_gate_share_of_the_synthesized_area 0.401 \
    gp_congestion 1.00 \
    fp.coreArea_sq_um 9770 \
    grt_first_pass_wirelength_microns 18000 \
    timing.max_slew.rel_slack 0.456 \
    most_used_cells_in_the_layout_excluding_fill_and_tap_cells "64 x sky130_fd_sc_hd__dfxtp_1, 40 x sky130_fd_sc_hd__nand4_1, 36 x sky130_fd_sc_hd__xnor2_1, 35 x sky130_fd_sc_hd__nand3_1, 33 x sky130_fd_sc_hd__nand2_1" \
    antenna_left 0 \
    numCtsBuffers 9 \
    groute.usage.overall 0.236 \
    n_fill_cell 966 \
    post_cts_resized 0 \
    area_growth_pct 6.64 \
    grt_overflow 0 \
]
routing by layer:
metal,track usage,up-vias,wire length [microns]
li1,-,1820,-
met1,0.372,1734,5520
met2,0.336,122,4830
met3,0.0529,20,719
met4,0.0495,0,304
met5,0,-,0
power breakdown:
group	internal, mW	total [mW]	switching (mW)
registers	0.160	0.160	0
logic	0	0.000000768	0
clock network	0.0688	0.133	0.0641
cell usage after synthesis, drive strengths merged, types with 2 or more instances:
cell type	number	area share
nand2b	5	0.0078
buf	9	0.013
a211o	2	0.0043
and3b	2	0.0043
a2111oi	2	0.0043
nand2	33	0.031
xor2	21	0.046
nor3	22	0.027
nor2b	2	0.0031
and3	10	0.016
nor4	32	0.057
inv	20	0.019
edfxtp	2	0.015
or3	4	0.0062
clkbuf	15	0.014
or2	5	0.0078
a22oi	3	0.0056
o31ai	2	0.0037
xnor2	36	0.078
dfxtp	64	0.32
nor2	35	0.039
a211oi	5	0.011
o21a	2	0.0037
or4	10	0.020
nand4	41	0.067
and4	17	0.037
and2	11	0.017
mux2i	5	0.012
a31oi	4	0.0062
o31a	5	0.011
nand3	36	0.046
o21ai	3	0.0037
nor3b	2	0.0037
a21oi	6	0.0074
cells by family (layout without fill, tap and decap cells):
kind of cell	count (synthesis)	count (layout)
DFF	66	66
adders and majority gates	1	1
AOI/OAI and AO/OA	43	43
xor gates and xnor gates	57	57
and+or+nand+nor	272	272
buffers and inverters	45	40
muxes	5	5
sequential cells by signal, indices dropped and copies added, names as in the netlist:
register	flops
cnt	64
clk_out	1
clk_out_state	1
stage by stage:
stage               hold slack (ns)  setup slack, ns   util
finish                        0.517            12.07  0.440
global route                  0.534            12.02  0.440
CTS                           0.514            12.05  0.440
detailed placement            0.494            12.44  0.421
global placement              0.490            12.43  0.421
floorplan                     0.469            12.90      -
layout make-up:
class / instances / area, sq um / area share
inverter: 21 / 78.8 / 0.0183
clock buffer: 10 / 128 / 0.0297
multi-input combinational: 378 / 2500 / 0.582
clock inverter: 6 / 57.6 / 0.0134
tap: 133 / 166 / 0.0387
timing repair buffer: 3 / 25.0 / 0.00582
sequential: 66 / 1340 / 0.312
path summary, 6_finish.rpt:
kind | slack (ns) | end | startpoint | cells past startpoint
worst max-delay path | 12.07 | clk_out | clk_out | 1
worst min-delay path | 0.52 | cnt[63] | cnt[63] | 1
worst max register to register | 12.46 | clk_out_state | cnt[49] | 8
worst min register to register | 0.52 | cnt[63] | cnt[63] | 1
No activity file was given, so power comes from the tool's default toggle rates.
